--- run.sh ---
#!/bin/bash
# OpenROAD 26Q1-2900-gdf79404cd8, Yosys 0.63+post, stock flow scripts
make -C /OpenROAD-flow-scripts/flow DESIGN_CONFIG=/design/flow/config.mk WORK_HOME=/design/flow/orfs finish
--- design.v ---
module riscv_ex (
    input                       clk,
    input                       rstn,
    input                       id_ex_rdy,
    output                      id_ex_ack,
    input  [10-1:0]    id_ex_funct,
    input  [31:0]               id_ex_op1,
    input  [31:0]               id_ex_op2,
    input  [8-1:0]   id_ex_mem_funct,
    input  [31:0]               id_ex_mem_data,
    input  [4:0]                id_ex_wb_rsd,
    output                       ex_mem_rdy,
    input                        ex_mem_ack,
    output [31:0]               ex_mem_result,
    output [8-1:0]   ex_mem_funct,
    output [31:0]               ex_mem_data,
    output [4:0]                ex_mem_wb_rsd
);
reg                      ex_mem_rdy_reg;
reg  [31:0]              ex_mem_result;
reg  [8-1:0]  ex_mem_funct;
reg  [31:0]              ex_mem_data;
reg  [4:0]               ex_mem_wb_rsd;
wire                     flip_op2;
wire [31:0]              neg_op2;
wire [5:0]               shft_amnt;
wire [31:0]              op2;
reg  [31:0]              result;
assign neg_op2   = (~id_ex_op2) + 1;
assign shft_amnt = id_ex_op2 & 'h1f;
assign op2       = (flip_op2) ? neg_op2 : id_ex_op2;
always @ (*) begin
    case (id_ex_funct) 
        10'b0000000001 : result = id_ex_op1 + id_ex_op2;
        10'b0000000010 : result = id_ex_op1 + neg_op2;
        10'b0000000100  : result = id_ex_op1 | id_ex_op2;
        10'b0000001000 : result = id_ex_op1 ^ id_ex_op2;
        10'b0000010000 : result = id_ex_op1 & id_ex_op2;
        10'b0000100000 : result = ($signed(id_ex_op1) < $signed(id_ex_op2)) ?  1'b1 : 1'b0;
        10'b0001000000: result = (id_ex_op1 < id_ex_op2) ? 1'b1 : 1'b0;
        10'b0010000000 : result = id_ex_op1 << shft_amnt;
        10'b0100000000 : result = id_ex_op1 >> shft_amnt;
        10'b1000000000 : result = id_ex_op1 >>> shft_amnt;
        default : result = 32'b0;
    endcase
end
assign id_ex_ack = ex_mem_rdy;
assign ex_mem_rdy = ex_mem_rdy_reg;
always @ (posedge clk, negedge rstn) begin
    if (~rstn) begin
        ex_mem_rdy_reg     <= 1'b0;
        ex_mem_result  <= 'h0;
        ex_mem_funct   <= 8'b00000000;
        ex_mem_data    <= 'h0;
        ex_mem_wb_rsd  <= 'h0;
    end
    else begin
        if (ex_mem_rdy_reg && ex_mem_ack) begin
            ex_mem_rdy_reg     <= id_ex_rdy;
            ex_mem_result  <= result;
            ex_mem_funct   <= id_ex_mem_funct;
            ex_mem_data    <= id_ex_mem_data;
            ex_mem_wb_rsd  <= id_ex_wb_rsd;
        end
    end
end
endmodule
--- constraint.sdc ---
current_design riscv_ex

set clk_period 7.8
set clk_io_pct 0.2

create_clock -name clk0 -period $clk_period [get_ports {clk}]

set non_clock_inputs [all_inputs -no_clocks]
set_input_delay [expr $clk_period * $clk_io_pct] -clock clk0 $non_clock_inputs
set_output_delay [expr $clk_period * $clk_io_pct] -clock clk0 [all_outputs]
--- config.mk ---
export PLATFORM = sky130hd
export DESIGN_NAME = riscv_ex
export DESIGN_NICKNAME = riscv_ex
export VERILOG_FILES = /design/flow/design.v
export SDC_FILE = /design/flow/constraint.sdc
export NUM_CORES = 4
export LEC_CHECK = 1
export CORE_UTILIZATION = 40
==> flow_summary.json <==
{
  "async_reset_ff_share_pct": 100,
  "cap_viol_max_count": 0,
  "worst_path_max_delay_cell": "sky130_fd_sc_hd__clkinv_1",
  "synth.cellmix.adderShare_pct": 11.2,
  "num_antenna_cells": 0,
  "enable_flop_cells": 0,
  "firstDrtPassIters": 5,
  "dr_total_vias": 12500,
  "rsz0062_at_grt": "false",
  "core_util_floorplan_pct": 40.7,
  "cp_top_delay_family": "buffers and inverters",
  "detail_route.vias_per_cell": 6.22,
  "timing.final.hold_violations": 0,
  "crit_path_max_incr_delay_ns": 0.62,
  "run_status": "complete, no violations",
  "drt-wirelength-per-cell_um": 24.8,
  "biggestRegsByFlops": "ex_mem_data (32), ex_mem_result (32), ex_mem_funct (8)",
  "number_of_logged_tool_warnings": 91,
  "kind_of_capture_point_of_the_worst_setup_path": "register",
  "r2r-end": "ex_mem_result[20]$_DFFE_PN0P_",
  "final_layout_size_suffix_gt1_share_pct": 8.08,
  "globalRoute.totalOverflow": 0,
  "hold_path.class": "register to register",
  "cts_tree": "yes",
  "seq_power_share_pct": 27.6,
  "fin_crit_sh_pct": 69.5,
  "cellInternalPower_mw": 0.878,
  "hpwlAfterDp_um": 38600,
  "design.portCount": 202,
  "post-place-ws_ns": 2.12,
  "hold-path-cell-count": 2,
  "place_congestion": 1.02,
  "htree_num_levels": 3,
  "worst-r2r-setup-slack_ns": 5.48,
  "power.density_nw_per_um2": 107,
  "tritoncts.num_buffers": 9,
  "grt_util_all_layers_pct": 35.6,
  "areaGrowthSynthToFinish_pct": 21.9,
  "worstHoldEndpoint": "ex_mem_data[25]$_DFFE_PN0P_",
  "cts_max_path_buffers": 2,
  "die_h_um": 170,
  "filler_cell_count": 2741,
  "placed_cells": 1995,
  "synth-xor-area-share_pct": 0.543,
  "comb_power_share_pct": 44.1,
  "p_leak_nw": 6.05,
  "irDropWorstVdd_v": 0.000100,
  "core_region_area_um2": 27800,
  "drt-initial-drc-count": 1221,
  "reg2reg_depth": 7,
  "instances_no_fill": 2011,
  "worst_hold_slack_ns": 0.472,
  "syn_avg_cell_area_um2": 7.50,
  "tightest_pin_transition_ns": 0.955,
  "crit_chain": "buf_2 -> buf_4 -> clkinv_1 -> ha_1 -> inv_1 -> o311ai_2 -> a21oi_2 -> a311oi_2 -> nor4b_2 -> or2_1 -> a311o_1 -> mux2_1 -> o211ai_1",
  "number_of_buffers_inserted_by_port_buffering": 201,
  "clockPowerShare_pct": 28.3,
  "synth_compound_gate_area_share_pct": 29.1,
  "post-cts-setup-buffer-count": 0,
  "hold_buffers": 0,
  "postRouteAntennaNets": 0,
  "syn_area_um2": 11300,
  "max_slew_headroom_pct": 36.2,
  "clkLatencyLatePin_ns": 0.36,
  "mux_area_share_pct": 13.0,
  "p_total_mw": 1.47,
  "chip_area_line_of_the_yosys_report_um2": 11300,
  "setup_tns_ns": 0,
  "first_global_vias": 11600,
  "worst_slack_ns": 2.38,
  "timing_worst_setup_path_type": "primary input to register",
  "floorplan.die.width_um": 170,
  "drc": 0,
  "ys_sh_simple_pct": 21.3,
  "antenna_violations_before_repair": 0,
  "cts_num_sinks": 78,
  "yosys-dominant-comb-family": "AND-OR/OR-AND gates",
  "worst_setup_path_start_kind": "primary input",
  "worst_clock_skew_ns": 0.0125,
  "chip_area_um2": 28900,
  "hold_path_startpoint": "ex_mem_data[25]$_DFFE_PN0P_",
  "core.rowCount": 61,
  "final_period_minus_worst_setup_slack_ns": 5.42,
  "fmax_ghz": 0.185,
  "worst-path-max-fanout": 61,
  "synth_seq_share_pct": 17.3,
  "clkSlewWorstSetupHoldPaths_ns": 0.07,
  "yosys_cells": 1505,
  "syn_inst": 1505,
  "yosysWarnings": 1,
  "synth_cell_types": 86,
  "grt_start_max_net_pins": 73,
  "cp_data_required_time_ns": 8.07,
  "global_route_wire_length_before_repair_um": 74300,
  "ys_seq_elements": 78,
  "route.final.wire_length_um": 49800,
  "p_sw_mw": 0.594,
  "report.final.setup_viol": 0,
  "crit_buf_inv": 4,
  "p_sw_share_pct": 40.3,
  "arrival_time_worst_endpoint_ns": 5.69,
  "r2r-start": "ex_mem_rdy_reg$_DFFE_PN0P_",
  "postCtsResizedCells": 0,
  "yosys_most_used_dff": "sky130_fd_sc_hd__dfrtp_1",
  "timing_max_transition_violations_final": 0,
  "clockRootBuffer": "sky130_fd_sc_hd__clkbuf_16"
}
synthesized netlist by cell type, types with 16 or more instances:
cell type	n	area share, %
sky130_fd_sc_hd__o22ai_1	18	1.0
sky130_fd_sc_hd__buf_2	24	1.1
sky130_fd_sc_hd__and3_1	16	0.89
sky130_fd_sc_hd__dfrtp_1	78	17
sky130_fd_sc_hd__mux4_2	43	8.6
sky130_fd_sc_hd__nand2_1	224	7.4
sky130_fd_sc_hd__mux2i_1	47	4.2
sky130_fd_sc_hd__nor2_1	183	6.1
sky130_fd_sc_hd__clkbuf_1	72	2.4
sky130_fd_sc_hd__a221o_1	16	1.4
sky130_fd_sc_hd__a21oi_1	99	4.4
sky130_fd_sc_hd__ha_1	98	11
sky130_fd_sc_hd__o221ai_1	25	1.9
sky130_fd_sc_hd__inv_1	95	3.2
sky130_fd_sc_hd__nor3_1	29	1.3
sky130_fd_sc_hd__nand3_1	17	0.75
sky130_fd_sc_hd__a211oi_1	19	1.3
sky130_fd_sc_hd__nand2b_1	16	0.89
sky130_fd_sc_hd__o21ai_0	95	4.2
sky130_fd_sc_hd__a221oi_1	26	2.0
sky130_fd_sc_hd__a21o_1	24	1.6
power by group through the flow:
stage     sequential [mW]  combinational, mW  clock, mW
4_1_cts             0.407              0.633      0.430
5_1_grt             0.407              0.695      0.444
6_report            0.407              0.648      0.416
area by class of cell:
class / count / area (um^2) / share of cell area [%]
tap: 378 / 473 / 3.43
clock inverter: 7 / 62.6 / 0.454
sequential: 78 / 1950 / 14.2
clock buffer: 9 / 225 / 1.64
multi-input combinational: 1215 / 8510 / 61.8
timing repair buffer: 225 / 2180 / 15.8
inverter: 99 / 372 / 2.70
metrics by stage:
| step | utilization, % | cell area [um^2] |
|---|---|---|
| floorplan | - | 11300 |
| global placement | 48.5 | 13500 |
| detailed placement | 48.5 | 13500 |
| CTS | 49.6 | 13800 |
| global route | 49.6 | 13800 |
| finish | 49.6 | 13800 |
logic make-up (layout without fill, tap and decap cells):
family,after synthesis,after routing
buffers and inverters,212,340
adders and majority gates,100,100
DFF,78,78
muxes,93,93
and+or+nand+nor,549,549
AOI/OAI and AO/OA,466,466
xor gates and xnor gates,7,7
cells in the final DEF, fill, tap and decap left out, types with 5 or more instances in the layout:
| cell type | Yosys | final |
|---|---|---|
| sky130_fd_sc_hd__mux2i_1 | 47 | 47 |
| sky130_fd_sc_hd__nor2_1 | 183 | 183 |
| sky130_fd_sc_hd__nand2_1 | 224 | 223 |
| sky130_fd_sc_hd__o22a_1 | 5 | 5 |
| sky130_fd_sc_hd__a211oi_1 | 19 | 19 |
| sky130_fd_sc_hd__or3_1 | 12 | 12 |
| sky130_fd_sc_hd__nor4_1 | 5 | 5 |
| sky130_fd_sc_hd__or2_2 | 10 | 10 |
| sky130_fd_sc_hd__ha_1 | 98 | 98 |
| sky130_fd_sc_hd__o211ai_1 | 12 | 12 |
| sky130_fd_sc_hd__nor3_1 | 29 | 27 |
| sky130_fd_sc_hd__a22oi_1 | 12 | 12 |
| sky130_fd_sc_hd__nor2b_1 | 8 | 8 |
| sky130_fd_sc_hd__a311oi_1 | 5 | 5 |
| sky130_fd_sc_hd__o21ai_0 | 95 | 95 |
| sky130_fd_sc_hd__a221oi_1 | 26 | 26 |
| sky130_fd_sc_hd__nand2b_1 | 16 | 16 |
| sky130_fd_sc_hd__a221o_1 | 16 | 16 |
| sky130_fd_sc_hd__inv_1 | 95 | 94 |
| sky130_fd_sc_hd__o311ai_0 | 6 | 6 |
| sky130_fd_sc_hd__and2_1 | 9 | 8 |
| sky130_fd_sc_hd__a21oi_1 | 99 | 99 |
| sky130_fd_sc_hd__a21o_1 | 24 | 24 |
| sky130_fd_sc_hd__buf_4 | 7 | 26 |
| sky130_fd_sc_hd__a31oi_1 | 12 | 12 |
| sky130_fd_sc_hd__nand4_1 | 6 | 6 |
| sky130_fd_sc_hd__nand3_1 | 17 | 17 |
| sky130_fd_sc_hd__o21a_1 | 5 | 5 |
| sky130_fd_sc_hd__dfrtp_1 | 78 | 78 |
| sky130_fd_sc_hd__clkbuf_16 | 0 | 9 |
| sky130_fd_sc_hd__o22ai_1 | 18 | 18 |
| sky130_fd_sc_hd__o221ai_1 | 25 | 25 |
| sky130_fd_sc_hd__a211o_1 | 9 | 9 |
| sky130_fd_sc_hd__clkdlybuf4s50_1 | 0 | 197 |
| sky130_fd_sc_hd__o21bai_1 | 11 | 11 |
| sky130_fd_sc_hd__mux4_2 | 43 | 43 |
| sky130_fd_sc_hd__and3_1 | 16 | 16 |
| sky130_fd_sc_hd__o31ai_1 | 12 | 12 |
tightest hold or removal path: stages (launching register included):
cell	delay, ns
sky130_fd_sc_hd__dfrtp_1	0.34
sky130_fd_sc_hd__nand2_1	0.05
sky130_fd_sc_hd__nand2_1	0.05
layer usage:
metal | global-route usage, % | wire length (um) | vias to the layer above
met5 | 0 | 0 | -
met4 | 9.17 | 1510 | 0
met3 | 9.33 | 5340 | 92
met2 | 52.0 | 21200 | 694
met1 | 52.9 | 21800 | 5984
li1 | - | - | 5743
how the worst max path moves through the flow:
stage            start                       endpoint  slack, ns  cells past startpoint
4_1_cts   id_ex_op2[3]   ex_mem_result[9]$_DFFE_PN0P_       2.48                     13
5_1_grt   id_ex_op2[3]  ex_mem_result[30]$_DFFE_PN0P_       2.21                     12
6_report  id_ex_op2[3]  ex_mem_result[23]$_DFFE_PN0P_       2.38                     13
No activity file was given, so power comes from the tool's default toggle rates.
