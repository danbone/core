`design.v`:
```
module instr_decoder (
input  [31:0]              instr,
input  [31:0]              pc_in       ,
output                     use_rsj     ,
output                     use_rsk     ,
output                     use_rsd     ,
output [1:0]               rsd_lockout ,
output [10-1:0]  alu_funct   ,
output                     alu_sel_a   ,
output                     alu_sel_b   ,
output [31:0]              alu_immed_a ,
output [31:0]              alu_immed_b ,
output [7-1:0]   br_funct    ,
output                     br_sel_a    ,
output  [31:0]             br_immed_a  ,
output  [31:0]             br_immed_b  ,
output  [8-1:0] mem_funct  
);
localparam PK_REG_W          = (1 + 1 + 1 + 1);
localparam PK_ALU_W          = (10 + 1 + 1 + 32 + 32);
localparam PK_BR_W           = (7 + 1 + 32 + 32);
localparam PK_MEM_W          = (8);
localparam PK_ILLEGAL_OFFSET = PK_REG_OFFSET + PK_REG_W;
localparam PK_REG_OFFSET     = PK_ALU_OFFSET + PK_ALU_W;
localparam PK_ALU_OFFSET     = PK_BR_OFFSET + PK_BR_W;
localparam PK_BR_OFFSET      = PK_MEM_OFFSET + PK_MEM_W;
localparam PK_MEM_OFFSET     = 0;
localparam PK_DATA_W         = 1 + PK_REG_W + PK_ALU_W + PK_BR_W + PK_MEM_W;
localparam OPCODE_IMM       = 7'b0010011;
localparam OPCODE_LUI       = 7'b0110111;
localparam OPCODE_AUIPC     = 7'b0010111;
localparam OPCODE_OP        = 7'b0110011;
localparam OPCODE_JAL       = 7'b1101111;
localparam OPCODE_JALR      = 7'b1100111;
localparam OPCODE_BRANCH    = 7'b1100011;
localparam OPCODE_LOAD      = 7'b0000011;
localparam OPCODE_STORE     = 7'b0100011;
localparam OPCODE_MISC_MEM  = 7'b0001111;
localparam OPCODE_SYSTEM    = 7'b1110011;
localparam INSTR_ADD    = 10'b0000000000;
localparam INSTR_SUB    = 10'b0100000000;
localparam INSTR_OR     = 10'b0000000110;
localparam INSTR_XOR    = 10'b0000000100;
localparam INSTR_AND    = 10'b0000000111;
localparam INSTR_SLT    = 10'b0000000010;
localparam INSTR_SLTU   = 10'b0000000011;
localparam INSTR_SLL    = 10'b0000000001;
localparam INSTR_SRL    = 10'b0000000101;
localparam INSTR_SRA    = 10'b0100000101;
localparam INSTR_LB     = 3'b000;
localparam INSTR_LH     = 3'b001;
localparam INSTR_LW     = 3'b010;
localparam INSTR_LBU    = 3'b100;
localparam INSTR_LHU    = 3'b101;
localparam INSTR_SB     = 3'b000;
localparam INSTR_SH     = 3'b001;
localparam INSTR_SW     = 3'b010;
localparam INSTR_BEQ    = 3'b000;
localparam INSTR_BNE    = 3'b001;
localparam INSTR_BLT    = 3'b100;
localparam INSTR_BGE    = 3'b101;
localparam INSTR_BLTU   = 3'b110;
localparam INSTR_BGEU   = 3'b111;
localparam INSTR_JALR   = 3'b000;
wire [PK_REG_W-1:0] reg_imm  ;
wire [PK_REG_W-1:0] reg_op   ;
wire [PK_REG_W-1:0] reg_br   ;
wire [PK_REG_W-1:0] reg_jal  ;
wire [PK_REG_W-1:0] reg_jalr ;
wire [PK_REG_W-1:0] reg_auipc;
wire [PK_REG_W-1:0] reg_lui  ;
wire [PK_REG_W-1:0] reg_load ;
wire [PK_REG_W-1:0] reg_store;
wire [PK_ALU_W-1:0] alu_imm  ;
wire [PK_ALU_W-1:0] alu_op   ;
wire [PK_ALU_W-1:0] alu_br   ;
wire [PK_ALU_W-1:0] alu_jal  ;
wire [PK_ALU_W-1:0] alu_jalr ;
wire [PK_ALU_W-1:0] alu_auipc;
wire [PK_ALU_W-1:0] alu_lui  ;
wire [PK_ALU_W-1:0] alu_load ;
wire [PK_ALU_W-1:0] alu_store;
wire [PK_BR_W-1:0]  br_imm   ;
wire [PK_BR_W-1:0]  br_op    ;
wire [PK_BR_W-1:0]  br_br    ;
wire [PK_BR_W-1:0]  br_jal   ;
wire [PK_BR_W-1:0]  br_jalr  ;
wire [PK_BR_W-1:0]  br_auipc ;
wire [PK_BR_W-1:0]  br_lui   ;
wire [PK_BR_W-1:0]  br_load  ;
wire [PK_BR_W-1:0]  br_store ;
wire [PK_MEM_W-1:0] mem_imm  ;
wire [PK_MEM_W-1:0] mem_op   ;
wire [PK_MEM_W-1:0] mem_br   ;
wire [PK_MEM_W-1:0] mem_jal  ;
wire [PK_MEM_W-1:0] mem_jalr ;
wire [PK_MEM_W-1:0] mem_lui  ;
wire [PK_MEM_W-1:0] mem_load ;
wire [PK_MEM_W-1:0] mem_store;
wire                illegal_imm  ;
wire                illegal_op   ;
wire                illegal_br   ;
wire                illegal_jal  ;
wire                illegal_jalr ;
wire                illegal_lui  ;
wire                illegal_load ;
wire                illegal_store;
wire [PK_DATA_W-1:0]  decoded_packed_imm  ;
wire [PK_DATA_W-1:0]  decoded_packed_lui  ;
wire [PK_DATA_W-1:0]  decoded_packed_auipc;
wire [PK_DATA_W-1:0]  decoded_packed_op   ;
wire [PK_DATA_W-1:0]  decoded_packed_jal  ;
wire [PK_DATA_W-1:0]  decoded_packed_jalr ;
wire [PK_DATA_W-1:0]  decoded_packed_br   ;
wire [PK_DATA_W-1:0]  decoded_packed_load ;
wire [PK_DATA_W-1:0]  decoded_packed_store;
reg [PK_DATA_W-1:0]   decoded_packed;
reg  [10-1:0] alu_funct3_imm;
wire [10-1:0] alu_funct_imm;
reg  [10-1:0] alu_funct_op;
reg [7-1 :0] br_funct_branch;
reg [8-1:0] mem_funct_load;
reg [8-1:0] mem_funct_store;
wire                 illegal_instruction;
wire [PK_REG_W-1:0]  reg_unpk;
wire [PK_ALU_W-1:0]  alu_unpk;
wire [PK_BR_W-1:0]   br_unpk ;
wire [PK_MEM_W-1:0]  mem_unpk;
wire                sign;
wire [6:0]          funct7;
wire [2:0]          funct3;
wire [6:0]          opcode;
wire [9:0]          funct10;
wire [31:0]         i_im;
wire [31:0]         s_im;
wire [31:0]         b_im;
wire [31:0]         u_im;
wire [31:0]         j_im;
assign sign     = instr[31];
assign funct7   = instr[31:25];
assign funct3   = instr[14:12];
assign opcode   = instr[6:0];
assign funct10  = {funct7, funct3};
assign i_im = {{20{sign}}, instr[30:20]};
assign s_im = {{20{sign}}, instr[30:25], instr[11:7]};
assign b_im = {{19{sign}}, instr[7], instr[30:25], instr[11:8], 1'b0};
assign u_im = {sign, instr[30:12], 12'b0};
assign j_im = {{11{sign}}, instr[19:12], instr[20], instr[30:21], 1'b0};
assign reg_imm   = {1'b1, 1'b0, 1'b1, 2'h1 };
assign reg_op    = {1'b1, 1'b1, 1'b1, 2'h1 };
assign reg_br    = {1'b1, 1'b1, 1'b0, 2'h0  };
assign reg_jal   = {1'b0, 1'b0, 1'b1, 2'h1 };
assign reg_jalr  = {1'b1, 1'b0, 1'b1, 2'h1 };
assign reg_auipc = {1'b0, 1'b0, 1'b1, 2'h1 };
assign reg_lui   = {1'b0, 1'b0, 1'b1, 2'h1 };
assign reg_load  = {1'b1, 1'b0, 1'b1, 2'h2};
assign reg_store = {1'b1, 1'b1, 1'b0, 2'h0  };
assign alu_imm   = {alu_funct_imm, 1'b1, 1'b0,  32'b0,  i_im};
assign alu_op    = {alu_funct_op,  1'b1, 1'b1, 32'b0,  32'b0};
assign alu_br    = {10'b0000000000,      1'b0,  1'b0,  32'b0,  32'b0};
assign alu_jal   = {10'b0000000001,      1'b0,  1'b0,  pc_in,  32'h4};
assign alu_jalr  = {10'b0000000001,      1'b0,  1'b0,  pc_in,  32'h4};
assign alu_auipc = {10'b0000000001,      1'b0,  1'b0,  pc_in,  u_im};
assign alu_lui   = {10'b0000000001,      1'b0,  1'b0,  32'b0,  u_im};
assign alu_load  = {10'b0000000001,      1'b1, 1'b0,  32'b0,  i_im};
assign alu_store = {10'b0000000001,      1'b1, 1'b0,  32'b0,  s_im};
assign br_imm    = {7'b0000000,          1'b0,  32'b0,  32'b0};
assign br_op     = {7'b0000000,          1'b0,  32'b0,  32'b0};
assign br_br     = {br_funct_branch,  1'b0,  pc_in,  b_im};
assign br_jal    = {7'b1000000,         1'b0,  pc_in,  j_im};
assign br_jalr   = {7'b1000000,         1'b1, 32'b0,  j_im};
assign br_auipc  = {7'b0000000,          1'b0,  32'b0,  32'b0};
assign br_lui    = {7'b0000000,          1'b0,  32'b0,  32'b0};
assign br_load   = {7'b0000000,          1'b0,  32'b0,  32'b0};
assign br_store  = {7'b0000000,          1'b0,  32'b0,  32'b0};
assign mem_imm   = 8'b00000000;
assign mem_op    = 8'b00000000;
assign mem_br    = 8'b00000000;
assign mem_jal   = 8'b00000000;
assign mem_jalr  = 8'b00000000;
assign mem_lui   = 8'b00000000;
assign mem_load  = mem_funct_load;
assign mem_store = mem_funct_store;
always @ (*) begin
    case (funct3) 
        INSTR_ADD : alu_funct3_imm = 10'b0000000001 ;
        INSTR_OR  : alu_funct3_imm = 10'b0000001000  ;
        INSTR_XOR : alu_funct3_imm = 10'b0000010000 ;
        INSTR_AND : alu_funct3_imm = 10'b0000000100 ;
        INSTR_SLT : alu_funct3_imm = 10'b0000100000 ;
        INSTR_SLTU: alu_funct3_imm = 10'b0001000000;
        INSTR_SLL : alu_funct3_imm = 10'b0010000000 ;
        INSTR_SRL : alu_funct3_imm = 10'b0100000000 ;
        default   : alu_funct3_imm = 10'b0000000000 ;
    endcase
end
assign illegal_imm = (alu_funct3_imm == 10'b0000000000) ? 1'b1 : 1'b0;
always @ (*) begin
    case (funct10) 
        INSTR_ADD : alu_funct_op = 10'b0000000001 ;
        INSTR_SUB : alu_funct_op = 10'b0000000010 ;
        INSTR_OR  : alu_funct_op = 10'b0000001000  ;
        INSTR_XOR : alu_funct_op = 10'b0000010000 ;
        INSTR_AND : alu_funct_op = 10'b0000000100 ;
        INSTR_SLT : alu_funct_op = 10'b0000100000 ;
        INSTR_SLTU: alu_funct_op = 10'b0001000000;
        INSTR_SLL : alu_funct_op = 10'b0010000000 ;
        INSTR_SRL : alu_funct_op = 10'b0100000000 ;
        INSTR_SRA : alu_funct_op = 10'b1000000000 ;
        default   : alu_funct_op = 10'b0000000000 ;
    endcase
end
assign illegal_op = (alu_funct_op == 10'b0000000000) ? 1'b1 : 1'b0;
assign alu_funct_imm = (alu_funct_op == 10'b1000000000) ? alu_funct_op : alu_funct3_imm;
always @ (*) begin
    case (funct3) 
        INSTR_BEQ  : br_funct_branch = 7'b0000010;
        INSTR_BNE  : br_funct_branch = 7'b0000001;
        INSTR_BLT  : br_funct_branch = 7'b0000100;
        INSTR_BGE  : br_funct_branch = 7'b0010000;
        INSTR_BLTU : br_funct_branch = 7'b0001000;
        INSTR_BGEU : br_funct_branch = 7'b0100000;
        default    : br_funct_branch = 7'b0000000;
    endcase
end
assign illegal_br = (br_funct_branch == 7'b0000000) ? 1'b1 : 1'b0;
assign illegal_jalr = (funct3 != INSTR_JALR) ? 1'b1 : 1'b0;
assign illegal_jal   = 1'b0;
assign illegal_auipc = 1'b0;
assign illegal_lui   = 1'b0;
always @ (*) begin
    case (funct3)
        INSTR_LB : mem_funct_load = 8'b00000001;
        INSTR_LH : mem_funct_load = 8'b00000010;
        INSTR_LW : mem_funct_load = 8'b00000100;
        INSTR_LBU: mem_funct_load = 8'b00001000;
        INSTR_LHU: mem_funct_load = 8'b00010000;
        default  : mem_funct_load = 8'b00000000;
    endcase
end
assign illegal_load = (mem_funct_load == 8'b00000000) ? 1'b1 : 1'b0;
always @ (*) begin
    case (funct3)
        INSTR_SB : mem_funct_store = 8'b00100000;
        INSTR_SH : mem_funct_store = 8'b01000000;
        INSTR_SW : mem_funct_store = 8'b10000000;
        default  : mem_funct_store = 8'b00000000;
    endcase
end
assign illegal_store = (mem_funct_store == 8'b00000000) ? 1'b1 : 1'b0;
assign decoded_packed_imm   = {illegal_imm,   reg_imm,   alu_imm,   br_imm,   mem_imm   };
assign decoded_packed_lui   = {illegal_lui,   reg_lui,   alu_lui,   br_lui,   mem_lui   };
assign decoded_packed_auipc = {illegal_auipc, reg_auipc, alu_auipc, br_auipc, mem_auipc };
assign decoded_packed_op    = {illegal_op,    reg_op,    alu_op,    br_op,    mem_op    };
assign decoded_packed_jal   = {illegal_jal,   reg_jal,   alu_jal,   br_jal,   mem_jal   };
assign decoded_packed_jalr  = {illegal_jalr,  reg_jalr,  alu_jalr,  br_jalr,  mem_jalr  };
assign decoded_packed_br    = {illegal_br,    reg_br,    alu_br,    br_br,    mem_br    };
assign decoded_packed_load  = {illegal_load,  reg_load,  alu_load,  br_load,  mem_load  };
assign decoded_packed_store = {illegal_store, reg_store, alu_store, br_store, mem_store };
always @ (*) begin
    case (opcode)
        OPCODE_IMM   : decoded_packed = decoded_packed_imm;
        OPCODE_LUI   : decoded_packed = decoded_packed_lui;
        OPCODE_AUIPC : decoded_packed = decoded_packed_auipc;
        OPCODE_OP    : decoded_packed = decoded_packed_op;
        OPCODE_JAL   : decoded_packed = decoded_packed_jal;
        OPCODE_JALR  : decoded_packed = decoded_packed_jalr;
        OPCODE_BRANCH: decoded_packed = decoded_packed_br;
        OPCODE_LOAD  : decoded_packed = decoded_packed_load;
        OPCODE_STORE : decoded_packed = decoded_packed_store;
        default      : decoded_packed = {1'b1, {PK_DATA_W-1{1'b0}}};
    endcase
end
assign illegal_instruction = decoded_packed[ILLEGAL_OFFSET];
assign reg_unpk = decoded_packed[(PK_REG_W-1)+PK_REG_OFFSET:PK_REG_OFFSET];
assign alu_unpk = decoded_packed[(PK_ALU_W-1)+PK_ALU_OFFSET:PK_ALU_OFFSET];
assign br_unpk  = decoded_packed[(PK_BR_W -1)+PK_BR_OFFSET :PK_BR_OFFSET];
assign mem_unpk = decoded_packed[(PK_MEM_W-1)+PK_MEM_OFFSET:PK_MEM_OFFSET];
assign use_rsj     = reg_unpk[4];
assign use_rsk     = reg_unpk[3];
assign use_rsd     = reg_unpk[2];
assign rsd_lockout = reg_unpk[1:0];
assign alu_funct   = alu_unpk[75:66];
assign alu_sel_a   = alu_unpk[65];
assign alu_sel_b   = alu_unpk[64];
assign alu_immed_a = alu_unpk[63:32];
assign alu_immed_b = alu_unpk[31:0];
assign br_funct   = br_unpk[71:65];
assign br_sel_a   = br_unpk[64];
assign br_immed_a = br_unpk[63:32];
assign br_immed_b = br_unpk[31:0];
assign mem_funct  = mem_unpk[7:0];
endmodule
```
`run.sh`:
```
#!/bin/bash
# OpenROAD 26Q1-2900-gdf79404cd8, Yosys 0.63+post, stock flow scripts
make -C /OpenROAD-flow-scripts/flow DESIGN_CONFIG=/design/flow/config.mk WORK_HOME=/design/flow/orfs finish
```
`config.mk`:
```
export PLATFORM = sky130hd
export DESIGN_NAME = instr_decoder
export DESIGN_NICKNAME = instr_decoder
export VERILOG_FILES = /design/flow/design.v
export SDC_FILE = /design/flow/constraint.sdc
export NUM_CORES = 4
export LEC_CHECK = 1
export CORE_AREA = 10 10 99 99
export DIE_AREA = 0 0 109 109
```
`constraint.sdc`:
```
current_design instr_decoder

set clk_period 11.4
set clk_io_pct 0.2

create_clock -name clk0 -period $clk_period

set non_clock_inputs [all_inputs -no_clocks]
set_input_delay [expr $clk_period * $clk_io_pct] -clock clk0 $non_clock_inputs
set_output_delay [expr $clk_period * $clk_io_pct] -clock clk0 [all_outputs]
```
==> insert_results.sql <==
-- metrics for the results database
INSERT INTO impl_metrics (metric_group, metric, value, unit) VALUES
('drt', 'drt_first_iter_violations', '122', ''),
('global_routing', 'global_route.usage.total', '0.171', ''),
('timing', 'fin_ws', '4010', 'ps'),
('timing', 'tightestPinTransition', '751', 'ps'),
('min_path', 'hp-class', 'in2out', ''),
('worst_setup_path', 'critPathKind', 'in2out', ''),
('drt', 'route.final.wire_length', '11400', 'um'),
('power', 'design_power_total', '55.4', 'uW'),
('global_routing', 'grt_pass1_vias', '2639', ''),
('yosys', 'ys_sh_adder', '0', ''),
('floorplanning', 'floorplan.initialDensity', '0.210', ''),
('final_layout', 'num-clock-buffers', '0', ''),
('power', 'leakage', '1.42', 'nW'),
('timing', 'final.min_clock_period', '7390', 'ps'),
('global_routing', 'grt_antenna_before_repair', '0', ''),
('final_layout', 'layout.area.comb', '1380', 'sq um'),
('placement', 'hpwlAfterDp', '9490', 'um'),
('final_layout', 'final_common_cell', 'sky130_fd_sc_hd__clkdlybuf4s50_1', ''),
('power', 'power_per_cell_area', '14.7', 'nW/um^2'),
('worst_setup_path', 'worst-path-max-fanout', '11', ''),
('global_routing', 'globalRoute.totalOverflow', '0', ''),
('yosys', 'netlist_area', '1620', 'sq um'),
('worst_setup_path', 'worst_path_max_delay_cell', 'sky130_fd_sc_hd__clkdlybuf4s50_1', ''),
('final_layout', 'mostFrequentLayoutCells', 'sky130_fd_sc_hd__clkdlybuf4s50_1, sky130_fd_sc_hd__and2_1, sky130_fd_sc_hd__a22o_1', ''),
('drt', 'drc', '0', ''),
('worst_setup_path', 'critical_path.startpoint_type', 'input port', ''),
('floorplanning', 'placementRows', '32', ''),
('final_layout', 'numSequentialCells', '0', ''),
('timing', 'max_freq', '0.135', 'GHz'),
('floorplanning', 'io_pins', '225', ''),
('worst_setup_path', 'crit_chain', 'clkdlybuf4s50_1, nor2b_1, nand4_1, a21oi_1, and2_1, clkdlybuf4s50_1', ''),
('timing', 'slew_headroom', '0.499', ''),
('drt', 'detail_route.vias_per_cell', '4.83', ''),
('floorplanning', 'fp.coreArea', '7730', 'sq um'),
('final_layout', 'flow.area_growth_from_synthesis', '132', '%'),
('drt', 'met2RoutedLength', '5610', 'um'),
('placement', 'place_worst_setup_slack', '4000', 'ps'),
('drt', 'wirelength_met1', '4390', 'um'),
('floorplanning', 'die_width', '109', 'um'),
('power', 'power.ir.vdd_worst', '11.2', 'uV'),
('yosys', 'synth_warnings', '6', ''),
('drt', 'route.antenna.remaining_nets', '0', ''),
('yosys', 'syn_avg_cell_area', '6.54', 'sq um'),
('clock_tree', 'cts.hold.buffers_added', '0', ''),
('drt', 'final_routed_wire_length_divided_by_cell_count', '21.2', 'um'),
('timing', 'timing.final.max_slew_violations', '0', ''),
('timing', 'finalCritPeriodShare', '0.648', ''),
('yosys', 'xor_xnor_area_frac', '0.00540', ''),
('timing', 'grt_setup_unrepaired', 'no', ''),
('clock_tree', 'postCtsSetupRepairBufs', '0', ''),
('yosys', 'postSynthCellCount', '248', ''),
('final_layout', 'final_layout_size_suffix_gt1_frac', '0.0253', ''),
('drt', 'route.top_layer_used', 'met3', ''),
('drt', 'detailroute.wirelength.met3', '1390', 'um'),
('outcome', 'status', 'finished clean', ''),
('global_routing', 'maximum_number_of_pins_on_one_net_before_global_route_repair', '53', ''),
('yosys', 'aoi_share', '0.423', ''),
('global_routing', 'grt_pass1_wl', '16000', 'um'),
('placement', 'final_estimated_routing_congestion_in_global_placement', '0.844', ''),
('worst_setup_path', 'worst_ep_arrival_time', '5110', 'ps'),
('timing', 'hold_viol', '0', ''),
('placement', 'placed_area', '3770', 'sq um'),
('yosys', 'synth-cells-yosys', '248', ''),
('clock_tree', 'ctsResizeCount', '0', ''),
('job', 'max_cap_violations', '0', ''),
('final_layout', 'finish.utilization', '0.488', ''),
('yosys', 'topCombFamilyByArea', 'AND-OR/OR-AND gates', ''),
('worst_setup_path', 'crit_buf_inv', '2', ''),
('floorplanning', 'die_h', '109', 'um'),
('job', 'log.warning_count', '32', ''),
('final_layout', 'final_area', '3770', 'sq um');
-- synthesized netlist by cell type (2+ instances only) --
library cell / number / share of area
sky130_fd_sc_hd__a221o_1: 18 / 0.11
sky130_fd_sc_hd__buf_4: 14 / 0.065
sky130_fd_sc_hd__buf_6: 3 / 0.021
sky130_fd_sc_hd__a22o_1: 36 / 0.19
sky130_fd_sc_hd__o21ai_0: 4 / 0.012
sky130_fd_sc_hd__and4_1: 2 / 0.011
sky130_fd_sc_hd__nor3_1: 6 / 0.019
sky130_fd_sc_hd__and2_1: 46 / 0.18
sky130_fd_sc_hd__nand3_1: 3 / 0.0092
sky130_fd_sc_hd__buf_2: 11 / 0.034
sky130_fd_sc_hd__and3_1: 2 / 0.0077
sky130_fd_sc_hd__o22ai_1: 2 / 0.0077
sky130_fd_sc_hd__a22oi_1: 5 / 0.023
sky130_fd_sc_hd__clkbuf_1: 11 / 0.025
sky130_fd_sc_hd__inv_1: 5 / 0.012
sky130_fd_sc_hd__a21o_1: 9 / 0.042
sky130_fd_sc_hd__nand2_1: 18 / 0.042
sky130_fd_sc_hd__nand3b_1: 2 / 0.0092
sky130_fd_sc_hd__nor4_1: 3 / 0.012
sky130_fd_sc_hd__nor2_1: 26 / 0.060
sky130_fd_sc_hd__a21oi_1: 2 / 0.0062
-- cell type report --
class | instances | area share
well taps | 102 | 0.0338
repair buffers | 225 | 0.595
multi-input cells | 204 | 0.365
inverters | 6 | 0.00597
-- kinds of logic (layout without fill, tap and decap cells) --
family,Yosys count,in the layout
XOR/XNOR,1,1
buffers and inverters,46,231
multiplexers,1,1
AND-OR/OR-AND,81,81
AND/OR/NAND/NOR,118,118
other,1,3
-- power by group --
part | leakage, nW | switching (mW) | internal [mW]
clock network | 0 | 0 | 0
logic | 1.42 | 0.0227 | 0.0327
registers | 0 | 0 | 0
total | 1.42 | 0.0227 | 0.0327
-- final timing paths --
kind	depth (start not counted)	from	to	slack [ps]
max	6	instr[4]	br_immed_b[23]	4010
min	3	pc_in[28]	alu_immed_a[28]	5530
-- per-layer routing --
| metal | track usage | up-vias |
|---|---|---|
| met1 | 0.198 | 1173 |
| met5 | 0 | - |
| met4 | 0 | 0 |
| li1 | - | 1279 |
| met3 | 0.0657 | 0 |
| met2 | 0.310 | 142 |
-- metrics by stage --
step	hold WS, ps	std cells
after global routing	5570	537
after global placement	5530	537
final	5530	537
after detailed placement	5530	537
after CTS	5530	537
after floorplan	4580	250
Power and IR drop assume default switching activity.
